==> flow/config.mk <==
export PLATFORM = sky130hd
export DESIGN_NAME = filterPolFas
export DESIGN_NICKNAME = filterPolFas
export VERILOG_FILES = /design/flow/design.v
export SDC_FILE = /design/flow/constraint.sdc
export NUM_CORES = 4
export LEC_CHECK = 1
export CORE_UTILIZATION = 50
==> flow/constraint.sdc <==
current_design filterPolFas

set clk_period 9.2
set clk_io_pct 0.2

create_clock -name clk0 -period $clk_period [get_ports {clk}]

set non_clock_inputs [all_inputs -no_clocks]
set_input_delay [expr $clk_period * $clk_io_pct] -clock clk0 $non_clock_inputs
set_output_delay [expr $clk_period * $clk_io_pct] -clock clk0 [all_outputs]
==> flow/design.v <==
module filterPolFas
#(
    parameter NB_INPUT = 8,
    parameter NBF_INPUT = 7,
    parameter NB_OUTPUT = 8,
    parameter NBF_OUTPUT = 7,
    parameter NB_COEFF = 8,
    parameter NBF_COEFF = 7
)
(
    output signed [NB_OUTPUT-1:0] o_os_data,      
    input  signed [NB_INPUT -1:0] i_is_data,      
    input                         i_enb    ,      
    input                         i_srst   ,      
    input                         clk             
);
    localparam NB_ADD     = NB_COEFF + 3;  
    localparam NBF_ADD    = NBF_COEFF;
    localparam NBI_ADD    = NB_ADD    - NBF_ADD;
    localparam NBI_OUTPUT = NB_OUTPUT - NBF_OUTPUT;
    localparam NB_SAT     = (NBI_ADD) - (NBI_OUTPUT);
    reg        [         1:0]   state_counter      ;  
    reg  signed[NB_COEFF-1:0] selected_coeffs[ 5:0];  
    wire signed[NB_COEFF-1:0]           coeff[23:0];  
    reg  signed [NB_INPUT-1:0]       register[23:1];
    assign coeff[ 0]  = 8'b0000_0000;
    assign coeff[ 1]  = 8'b0000_0001;
    assign coeff[ 2]  = 8'b0000_0010;
    assign coeff[ 3]  = 8'b0000_0011;
    assign coeff[ 4]  = 8'b0000_0000; 
    assign coeff[ 5]  = 8'b1111_1001;
    assign coeff[ 6]  = 8'b1111_0001;
    assign coeff[ 7]  = 8'b1111_0000;
    assign coeff[ 8]  = 8'b0000_0000;
    assign coeff[ 9]  = 8'b0010_0010;
    assign coeff[10]  = 8'b0100_1101;
    assign coeff[11]  = 8'b0111_0010;
    assign coeff[12]  = 8'b0111_1111;
    assign coeff[13]  = 8'b0111_0010;
    assign coeff[14]  = 8'b0100_1101;
    assign coeff[15]  = 8'b0010_0010;
    assign coeff[16]  = 8'b0000_0000;
    assign coeff[17]  = 8'b1111_0000;
    assign coeff[18]  = 8'b1111_0001;
    assign coeff[19]  = 8'b1111_1001;
    assign coeff[20]  = 8'b0000_0000;
    assign coeff[21]  = 8'b0000_0011;
    assign coeff[22]  = 8'b0000_0010;
    assign coeff[23]  = 8'b0000_0001;
    integer ptr1;
    integer ptr2;
    always @(posedge clk) begin:shiftRegister
        if(i_srst)begin
            for(ptr1=1;ptr1<24;ptr1=ptr1+1) begin:init
                register[ptr1] <= {NB_INPUT{1'b0}};
              end
        end 
        else begin
            if(i_enb == 1'b1) begin
                if(state_counter == 2'b00)begin:srmove_P0
                    for(ptr2=1;ptr2<24;ptr2=ptr2+1) begin:srmove
                        if(ptr2==1)begin
                        register[ptr2] <= i_is_data        ;
                        end
                        else begin
                        register[ptr2] <= register [ptr2-1];
                        end
                    end
                end
            end
        end
    end
    integer i;
    always@(posedge clk) begin:selectcoeff
        if(i_srst)begin
            state_counter <= 2'b00;
        end
        else begin
            if(i_enb == 1'b1)begin
                for(i = 0; i < 6; i = i + 1) begin
                    if(i==0)begin
                        if(state_counter == 2'b00) begin
                            selected_coeffs[i] <= (i_is_data[7])? ~coeff[state_counter]
                                                                :  coeff[state_counter];
                        end
                        else begin
                            selected_coeffs[i] <= (register[state_counter][7])? ~coeff[state_counter]
                                                                              :  coeff[state_counter];
                        end
                    end
                    else begin
                        selected_coeffs[i] <= (register[state_counter + i*4][7])? ~coeff[state_counter + i*4]
                                                                                :  coeff[state_counter + i*4];
                    end
                end
                if (state_counter == 2'b11) begin
                    state_counter <= 2'b00;           
                end
                state_counter <= state_counter + 1;   
            end
        end
    end
    wire signed [NB_ADD-1:0] sum      [5:1];  
    assign sum[1] = selected_coeffs[0] + selected_coeffs[1];
    assign sum[2] =             sum[1] + selected_coeffs[2];
    assign sum[3] =             sum[2] + selected_coeffs[3];
    assign sum[4] =             sum[3] + selected_coeffs[4];
    assign sum[5] =             sum[4] + selected_coeffs[5];
    assign o_os_data = ( ~|sum[5][NB_ADD-1 -: NB_SAT+1] || &sum[5][NB_ADD-1 -: NB_SAT+1]) ? sum[5][NB_ADD-(NBI_ADD-NBI_OUTPUT) - 1 -: NB_OUTPUT] :
                       (sum[5][NB_ADD-1]) ? {{1'b1},{NB_OUTPUT-1{1'b0}}} : {{1'b0},{NB_OUTPUT-1{1'b1}}};
endmodule 
==> flow/run.sh <==
#!/bin/bash
# OpenROAD 26Q1-2900-gdf79404cd8, Yosys 0.63+post, stock flow scripts
make -C /OpenROAD-flow-scripts/flow DESIGN_CONFIG=/design/flow/config.mk WORK_HOME=/design/flow/orfs finish
==> reports/metrics.csv <==
stage,metric,value,unit
job,number of violations of the max-capacitance limit,0,
floorplan,area inside the core boundary,0.00687,mm2
grt,wire length of the first global-routing pass,10200,um
timing,Worst-Margin Slew,0.755,ns
clock_tree,clk root buf,sky130_fd_sc_hd__clkbuf_8,
power_and_ir_drop,highest ir drop seen on vdd,0.000141,V
timing,shortest period the worst path allows,7.10,ns
timing,Max Clk Rate,141,MHz
logic_synthesis,Post-Synthesis Cell Area,0.00361,mm2
timing,worst hold-check slack,0.464,ns
clock_tree,TritonCTS clock tree,yes,
logic_synthesis,post-synthesis instance total,381,
min_path,Hold Path Class,reg2reg,
power_and_ir_drop,total power divided by cell area,367,mW/mm2
timing,max-slew headroom at the worst pin,0.497,
floorplan,Die Height,86.9,um
logic_synthesis,Post-Synthesis Mean Instance Area,9.46,um2
floorplan,starting density of the core,0.525,
detailed_routing,antenna diode count,0,
grt,via count of the first global-routing pass,2213,
logic_synthesis,Netlist cell types,49,
setup_path,Worst Setup End Kind,output pin,
detailed_routing,number of vias after detailed routing,2401,
place,Placement Cell Area,0.00379,mm2
clock_tree,clock tree buffer depth,2,
detailed_routing,Routed Antenna Nets,0,
timing,aggregate negative setup slack,0,ns
power_and_ir_drop,Leak Pwr,1.68,nW
place,Final Wtd Congestion,0.802,
clock_tree,number of buffers added for setup after CTS,0,
logic_synthesis,area share of the largest cell type after synthesis,0.208,
timing,final setup violation count,0,
timing,number of max-slew violations in the final report,0,
grt,GR Util All Layers,0.182,
power_and_ir_drop,total power after layout,1.43,mW
clock_tree,"Clk pin slew, worst setup/hold paths",0.08,ns
clock_tree,clock sink total,50,
layout,count of fill cells added during filler insertion,616,
logic_synthesis,cell taking the most area after synthesis,sky130_fd_sc_hd__edfxtp_1,
setup_path,worst-path fanout max,7,
detailed_routing,wire length per cell after detailed routing,12.2,um
timing,fin crit share,0.772,
job,number of warnings in the stage logs,38,
detailed_routing,DRC violations left,0,
grt,met3 Usage GRT,0.0212,
detailed_routing,router iterations before antenna repair,4,
layout,relative area change from synthesis to final layout,8.02,%
grt,layer with the highest usage after global routing,met2,
floorplan,DIE WIDTH,86.9,um
layout,Flop area,0.00125,mm2
clock_tree,post-cts hold buffer count,0,
logic_synthesis,total number of yosys warnings,11,
place,detailed-placement wirelength estimate,4600,um
floorplan,Die Size,0.00756,mm2
grt,number of antenna violations at the first check in global routing,0,
clock_tree,Clock Latency Late Sink,0.30,ns
layout,combinational gate area,0.00201,mm2
logic_synthesis,number of standard cells reported by yosys,381,
grt,global route overflow,0,
layout,fraction of final layout cells sized beyond drive strength 1,0.0415,
clock_tree,htree depth,2,
detailed_routing,initial detailed-routing violation count,36,
logic_synthesis,"FFs w/ async S/R, synth",0,
setup_path,CP Class,reg2out,
logic_synthesis,Post-synth area hogs,"sky130_fd_sc_hd__edfxtp_1 (21%), sky130_fd_sc_hd__fa_1 (19%), sky130_fd_sc_hd__dfxtp_1 (14%)",
detailed_routing,"wirelength, routed",5870,um
logic_synthesis,number of synthesized register bits,50,
place,port bufs,11,
timing,RSZ-0062 raised after global routing,false,
detailed_routing,average vias per placed instance,4.98,
clock_tree,Resized cells post-CTS,0,
logic_synthesis,"EDFF count, synth",25,
setup_path,CP startpoint kind,flop,
clock_tree,TritonCTS buffer count,5,
logic_synthesis,cell with the most instances after synthesis,sky130_fd_sc_hd__inv_1,
logic_synthesis,primary flip-flop cell chosen by synthesis mapping,sky130_fd_sc_hd__edfxtp_1,
layout,Finished Cell Area,0.00389,mm2
setup_path,"Data required, critical path",7.36,ns
grt,largest net degree at the start of global routing,27,
floorplan,number of top-level pins,19,
logic_synthesis,"top cells by count, synth","sky130_fd_sc_hd__inv_1 (75), sky130_fd_sc_hd__nand2_1 (55), sky130_fd_sc_hd__fa_1 (34), sky130_fd_sc_hd__a21oi_1 (33)",
timing,clock skew after layout,0.00778,ns
timing,hold violation count in the final report,0,
logic_synthesis,chip area line of the yosys report,0.00361,mm2
setup_path,crit path DAT,5.26,ns
grt,met1 track utilization from global routing,0.279,
logic_synthesis,sequential share of the synthesized area,0.347,
grt,global-route met2 utilization,0.313,
floorplan,number of core rows,30,
outcome,run status,"finished, final reports clean",
-- placed cells by master, fill, tap and decap left out, types with 3 or more instances in the layout --
cell type	synthesis	final
sky130_fd_sc_hd__mux2i_1	4	4
sky130_fd_sc_hd__edfxtp_1	25	25
sky130_fd_sc_hd__nor3_1	3	3
sky130_fd_sc_hd__ha_1	16	16
sky130_fd_sc_hd__clkdlybuf4s50_1	0	11
sky130_fd_sc_hd__o31a_1	7	7
sky130_fd_sc_hd__o31ai_1	3	3
sky130_fd_sc_hd__o211ai_1	3	3
sky130_fd_sc_hd__xnor2_1	7	7
sky130_fd_sc_hd__dfxtp_1	25	25
sky130_fd_sc_hd__and2_1	3	3
sky130_fd_sc_hd__nor2_1	17	17
sky130_fd_sc_hd__fa_1	34	34
sky130_fd_sc_hd__a21oi_1	33	33
sky130_fd_sc_hd__nand2_1	55	55
sky130_fd_sc_hd__inv_1	75	75
sky130_fd_sc_hd__clkbuf_8	0	5
sky130_fd_sc_hd__xor2_1	11	11
sky130_fd_sc_hd__o21ai_0	5	5
sky130_fd_sc_hd__a22oi_1	6	6
-- kinds of logic after synthesis --
kind of cell / count (synthesis) / synth area share
compound gates: 78 / 0.149
xor+xnor: 18 / 0.0437
fa+ha+maj: 50 / 0.244
buf+inv: 91 / 0.0961
flops: 50 / 0.347
mux: 5 / 0.0142
simple gates: 89 / 0.106
-- cell type report --
class                   count  area share
inverters                  75      0.0723
repair buffers             13      0.0321
multi-input cells         240       0.516
clock inverters             2     0.00867
clock buffers               6      0.0186
well taps                  96      0.0308
flip-flops and latches     50       0.321
-- critical path, cell delays in order (launching register included) --
cell and delay (ns):
sky130_fd_sc_hd__edfxtp_1 0.39, sky130_fd_sc_hd__inv_1 0.18, sky130_fd_sc_hd__fa_1 0.57, sky130_fd_sc_hd__inv_1 0.05
sky130_fd_sc_hd__fa_1 0.53, sky130_fd_sc_hd__inv_1 0.05, sky130_fd_sc_hd__fa_1 0.52, sky130_fd_sc_hd__inv_1 0.04
sky130_fd_sc_hd__ha_1 0.24, sky130_fd_sc_hd__fa_1 0.44, sky130_fd_sc_hd__a211oi_2 0.41, sky130_fd_sc_hd__o211ai_1 0.17
sky130_fd_sc_hd__a2bb2oi_2 0.23, sky130_fd_sc_hd__o311ai_1 0.14, sky130_fd_sc_hd__a31oi_2 0.36, sky130_fd_sc_hd__o31a_1 0.19
sky130_fd_sc_hd__clkdlybuf4s50_1 0.45
-- power by group --
group / leakage [nW] / switching, mW / internal, mW / total [mW]
registers: 0.439 / 0.00587 / 0.250 / 0.256
clock network: 0.0528 / 0.0674 / 0.0803 / 0.148
logic: 1.19 / 0.470 / 0.556 / 1.03
total: 1.68 / 0.544 / 0.886 / 1.43
-- registers in the layout, summed over array words and instances (netlist names) --
| signal | count |
|---|---|
| register | 23 |
| selected_coeffs | 25 |
| state_counter | 2 |
-- final timing paths --
path | depth (start not counted) | slack, ns | from | endpoint
worst max-delay path | 16 | 2.10 | selected_coeffs[0][6]$_DFFE_PP_ | o_os_data[6]
worst min-delay path | 2 | 0.46 | register[23][7]$_SDFFE_PP0P_ | register[23][7]$_SDFFE_PP0P_
worst max register to register | 6 | 6.64 | state_counter[0]$_SDFFE_PP0P_ | selected_coeffs[3][4]$_DFFE_PP_
worst min register to register | 2 | 0.46 | register[23][7]$_SDFFE_PP0P_ | register[23][7]$_SDFFE_PP0P_
-- per-stage QoR --
step / worst slack [ns] / cells / util
5_1_grt: 1.74 / 482 / 0.567
3_3_place_gp: 2.40 / 474 / 0.552
6_report: 2.10 / 482 / 0.567
2_1_floorplan: 3.27 / 381 / -
4_1_cts: 2.03 / 482 / 0.567
3_5_place_dp: 2.36 / 474 / 0.552
-- routing by layer --
layer / share of wire / vias to the layer above
met4: 0.011 / 0
met2: 0.50 / 17
met1: 0.47 / 1137
li1: - / 1242
met5: 0 / -
met3: 0.016 / 5
No activity file was given, so power comes from the tool's default toggle rates.
