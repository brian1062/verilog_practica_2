<file path="flow/run.sh">
#!/bin/bash
# OpenROAD 26Q1-2900-gdf79404cd8, Yosys 0.63+post, stock flow scripts
make -C /OpenROAD-flow-scripts/flow DESIGN_CONFIG=/design/flow/config.mk WORK_HOME=/design/flow/orfs finish
</file>
<file path="flow/config.mk">
export PLATFORM = sky130hd
export DESIGN_NAME = ber
export DESIGN_NICKNAME = ber
export VERILOG_FILES = /design/flow/design.v
export SDC_FILE = /design/flow/constraint.sdc
export NUM_CORES = 4
export LEC_CHECK = 1
export CORE_UTILIZATION = 30
</file>
<file path="flow/constraint.sdc">
current_design ber

set clk_period 10.3
set clk_io_pct 0.2

create_clock -name clk0 -period $clk_period [get_ports {i_clock}]

set non_clock_inputs [all_inputs -no_clocks]
set_input_delay [expr $clk_period * $clk_io_pct] -clock clk0 $non_clock_inputs
set_output_delay [expr $clk_period * $clk_io_pct] -clock clk0 [all_outputs]
</file>
<file path="flow/design.v">
module ber
#(
    parameter NB_PRBS   =            9,    
    parameter NB_BER    =           64,
    parameter LIMIT     =          511,
    parameter LIMIT2    =         1024
)
(
    output [9 :0]    o_indice,   
    output [NB_BER-1:0]  o_count_bit,
    output [NB_BER-1:0]  o_count_err,
    output                     o_led,
    input                    i_enbRx,
    input                    i_valid,   
    input                     i_prbs,
    input                       i_Rx,
    input                    i_clock,
    input                    i_reset
);
reg                                      sync;   
reg     [LIMIT2-1 : 0]             prbs_local;   
reg     [       9 : 0]              pos_local;   
reg     [NB_PRBS-1: 0]                  count;                       
reg     [NB_BER -1: 0]               acum_err;   
reg     [NB_BER -1: 0]               acum_bit;   
always @(posedge i_clock) begin :syncBerPrbs
    if(i_reset)begin
        pos_local  <=      {10{1'b0}};     
        sync       <=          1'b0  ; 
        count      <= {NB_PRBS{1'b0}};
        prbs_local <= { LIMIT2{1'b0}};
        acum_err   <= { NB_BER{1'b0}};
        acum_bit   <= { NB_BER{1'b0}};
    end
    else begin
        if(i_enbRx)begin
            if(i_valid)begin
                count      <=  count + 1'b1; 
                prbs_local <= {prbs_local[LIMIT2-2 : 0],i_prbs};
                acum_err <= (i_Rx !== 1'bx) ? (prbs_local[pos_local] ^ i_Rx) ? acum_err : acum_err + 1'b1 : acum_err;
                if(~sync) begin
                    if(count == (9'b111111111))begin  
                        if(acum_err > 64'b0000)begin      
                            count     <=  {NB_PRBS{1'b0}};
                            pos_local <= pos_local + 1'b1;   
                        end
                        else begin   
                            sync <= 1'b1;
                            acum_bit   <= { NB_BER{1'b0}};
                        end
                        acum_err   <= { NB_BER{1'b0}};
                    end
                end
                else if (sync) begin:BerSyncronized
                    acum_bit <= acum_bit + 1'b1;
                end
            end
        end
    end
end
assign o_count_bit = (sync)? acum_bit: { NB_BER{1'b0}}        ;
assign o_count_err = (sync)? acum_err: { NB_BER{1'b0}}        ;
assign o_led       = (sync & (acum_err == 64'b0))? 1'b1 : 1'b0;
assign o_indice = pos_local;
endmodule
</file>
==> results.toml <==
# generated from flow reports
[clock_tree]
cts_tree = "yes"
post_cts_buffers = 0
ctsHoldBuffers = 0
clockBufferDepth = 2
clock.latency.late_pin_ps = 350
cts_resized = 0
cts.reportedPaths.clkPinSlew_ps = 60
cts_buffers = 9
clock-sinks = 84
cts-root-buf = "clkbuf_16"
htreeDepth = 3

[floorplanning]
fp_util = 0.311
ios = 145
core_um2 = 15400
die_h_um = 129
fp.dieW_um = 129
dieArea_um2 = 16500
placementRows = 45

[status]
outcome = "completed"

[timing]
fin_worst_skew_ps = 10.1
tightest_slew_ps = 871
finalCriticalPeriod_ps = 4120
setup_tns_ps = 0
maxSlewViolCount = 0
final-hold-violation-count = 0
rsz0062_at_grt = "false"
hold_ws_ps = 465
fmax_mhz = 243
slew_headroom = 0.417
period_used_share = 0.400
setup_viol = 0

[global_routing]
grt_pass1_vias = 3579
grt_usage = 0.139
antenna_found_initial = 0
grt_overflow_total = 0
grt_max_degree = 62
grt_pass1_wl_um = 18100

[final_layout]
drive_gt1_frac = 0.0563
fillerInstances = 1591
finalInstanceArea_um2 = 5830
fin_cells = 868
seq_area_um2 = 1680
logic_area_um2 = 2770
syn_to_final_growth_pct = 21.4

[yosys]
yosys.stat.seqShare = 0.350
syn_area_per_cell_um2 = 8.24
synth-main-ff-cell = "dfxtp_1"
ys_types = 44
yosys_warnings = 1
syn_area_um2 = 4800
synth_cells = 583
ys_chip_area_um2 = 4800
yosys-stat-cells = 583
numSynthFlops = 84
synthArstFlopShare = 0
edf_count = 0

[worst_setup_path]
startpoint_type = "input pin"
critPathMaxFanout = 12
cp.required_ps = 10570
worst-r2r-setup-slack_ps = 7330
setup.worst_path.end_class = "flip-flop"
critPathArrivalTime_ps = 4390
rr_worst_depth = 9
path_class = "input pin to flip-flop"

[drt]
drtIter0Drc = 245
detail-route-antenna-nets = 0
num_antenna_cells = 0
via_count = 4028
wl_per_cell_um = 13.0
wirelength_um = 11300
drtPass1Iterations = 5
via_per_inst = 4.64
drc = 0

[power]
p_total_mw = 0.660
ir_drop_mv = 0.0955
p_leak_nw = 2.04
power_density_nw_per_um2 = 113

[placed_design]
io_buffers = 78
dp_hpwl_um = 7900
gp_routability_congestion = 0.896
place_area_um2 = 5540
placed_cells = 852

[run]
warnings = 28
max_cap_viol_count = 0

[worst_hold_path]
hold_path.class = "flip-flop to flip-flop"
hold_depth = 1
-- sequential cells by signal, indices dropped and copies added (netlist names) --
| name | flops |
|---|---|
| pos_local | 10 |
| count | 9 |
| acum_bit | 64 |
| sync | 1 |
-- worst paths after layout --
check | start | end
min reg2reg | pos_local[5] | pos_local[5]
min | pos_local[5] | pos_local[5]
max reg2reg | count[0] | acum_bit[56]
max | i_valid | acum_bit[56]
-- worst max-delay path, cell delays in order --
cell and delay (ps):
clkdlybuf4s50_1 520, o211ai_4 170, nor2_2 400, nand4_1 460, or4_1 630, a21oi_1 150
-- where the power goes --
group | internal (mW) | leakage [nW] | total (mW) | switching [mW]
sequential | 0.325 | 0.677 | 0.326 | 0.000480
clock | 0.194 | 0.147 | 0.325 | 0.130
combinational | 0.00249 | 1.22 | 0.00990 | 0.00740
total | 0.522 | 2.04 | 0.660 | 0.138
-- cell type report --
cell class,count,share of cell area
inverters,5,0.00322
multi-input cells,471,0.474
clock inverters,4,0.00837
well taps,211,0.0453
flip-flops and latches,84,0.289
repair buffers,81,0.138
clock buffers,12,0.0423
-- kinds of logic after synthesis --
logic type               Yosys count  share of synthesized area
AND-OR/OR-AND                     75                     0.0925
AND/OR/NAND/NOR                  292                      0.357
XOR/XNOR                          33                     0.0602
multiplexers                       3                    0.00625
other                              1                   0.000781
buffers and inverters             91                      0.123
adder cells (fa/ha/maj)            4                     0.0104
flip-flops                        84                      0.350
-- per-layer routing --
| layer | track usage | wire (um) | vias to the layer above |
|---|---|---|---|
| li1 | - | - | 2064 |
| met1 | 0.210 | 5440 | 1818 |
| met2 | 0.211 | 5020 | 134 |
| met3 | 0.0288 | 699 | 12 |
| met4 | 0.0194 | 173 | 0 |
| met5 | 0 | 0 | - |
-- cells in the final DEF, fill, tap and decap left out, types with 3 or more instances in the layout --
| master | instances |
|---|---|
| xor2_1 | 25 |
| conb_1 | 64 |
| nand4_1 | 36 |
| nand3_1 | 28 |
| nor2_2 | 3 |
| nand2_1 | 26 |
| clkbuf_16 | 9 |
| or4_1 | 14 |
| clkdlybuf4s50_1 | 78 |
| o31ai_1 | 14 |
| ha_1 | 4 |
| or3_1 | 18 |
| o21ai_0 | 19 |
| a21oi_1 | 36 |
| nor2_1 | 53 |
| and4_1 | 6 |
| buf_4 | 3 |
| and3_1 | 11 |
| nor3_1 | 6 |
| nor2b_1 | 10 |
| inv_1 | 5 |
| and2_1 | 64 |
| dfxtp_1 | 83 |
| xnor2_1 | 8 |
| mux2i_1 | 3 |
-- metrics by stage --
step,util,setup slack (ps)
after floorplan,-,6810
after global placement,0.359,5850
after detailed placement,0.359,5790
after CTS,0.378,6160
after global routing,0.378,6020
final,0.378,6180
-- Yosys cell counts (2+ instances only) --
cell type | number | share of area
dfxtp_1 | 84 | 0.35
and2_1 | 64 | 0.083
buf_4 | 64 | 0.10
nor2_1 | 53 | 0.041
a21oi_1 | 36 | 0.038
nand4_1 | 36 | 0.047
nand3_1 | 28 | 0.029
nand2_1 | 26 | 0.020
xor2_1 | 25 | 0.046
clkbuf_1 | 19 | 0.015
o21ai_0 | 19 | 0.020
or3_1 | 18 | 0.023
o31ai_1 | 14 | 0.022
or4_1 | 14 | 0.022
and3_1 | 11 | 0.014
nor2b_1 | 10 | 0.013
xnor2_1 | 8 | 0.015
and4_1 | 6 | 0.011
nor3_1 | 6 | 0.0063
inv_1 | 5 | 0.0039
ha_1 | 4 | 0.010
mux2i_1 | 3 | 0.0063
nor2_2 | 3 | 0.0039
buf_2 | 2 | 0.0021
nand4_2 | 2 | 0.0052
nand4b_1 | 2 | 0.0036
nor3_4 | 2 | 0.0068
nor4_2 | 2 | 0.0052
or2_2 | 2 | 0.0026
Power and IR drop assume default switching activity.
