File: /design/flow/config.mk
export PLATFORM = sky130hd
export DESIGN_NAME = downSampler
export DESIGN_NICKNAME = downSampler
export VERILOG_FILES = /design/flow/design.v
export SDC_FILE = /design/flow/constraint.sdc
export NUM_CORES = 4
export LEC_CHECK = 1
export CORE_UTILIZATION = 30
File: /design/flow/design.v
module downSampler
#(
    parameter NB_OUTPUT  = 8,  
    parameter NBF_OUTPUT = 7,  
    parameter OV_SAMP    = 4   
)
(
    input         [          1:0] i_phase_selector,   
    input  signed [NB_OUTPUT-1:0]    i_filt_sample,   
    output signed [NB_OUTPUT-1:0]    o_down_sample,   
    input                                    clock,   
    input                                    reset    
);
reg [NB_OUTPUT-1:0]    array_phase[OV_SAMP-1:0];
integer ind1;
integer ind2;
always @(posedge clock) begin
    if(reset) begin
        for(ind1=1;ind1<OV_SAMP;ind1=ind1+1) begin:initPhases
            array_phase[ind1] <= {NB_OUTPUT{1'b0}};
          end        
    end
    else begin
        for(ind2=0;ind2<OV_SAMP;ind2=ind2+1) begin:srmove2
            if(ind2==0)begin
                array_phase[ind2] <= i_filt_sample    ;
            end
            else begin
                array_phase[ind2] <= array_phase [ind2-1];
            end
    end
    end
end
assign o_down_sample = (i_phase_selector==2'b00)? array_phase[3]:  
                       (i_phase_selector==2'b01)? array_phase[2]:  
                       (i_phase_selector==2'b10)? array_phase[1]:  
                                                  array_phase[0];  
endmodule
File: /design/flow/constraint.sdc
current_design downSampler

set clk_period 2.0
set clk_io_pct 0.2

create_clock -name clk0 -period $clk_period [get_ports {clock}]

set non_clock_inputs [all_inputs -no_clocks]
set_input_delay [expr $clk_period * $clk_io_pct] -clock clk0 $non_clock_inputs
set_output_delay [expr $clk_period * $clk_io_pct] -clock clk0 [all_outputs]
File: /design/flow/run.sh
#!/bin/bash
# OpenROAD 26Q1-2900-gdf79404cd8, Yosys 0.63+post, stock flow scripts
make -C /OpenROAD-flow-scripts/flow DESIGN_CONFIG=/design/flow/config.mk WORK_HOME=/design/flow/orfs finish
==> impl_metrics.py <==
# Generated from Yosys and OpenROAD reports
metrics = {
    "clock_tree": {
        "clk_pin_slew_ps": 90,
        "cts_buffer_depth": 2,
        "cts_inserted_buffers": 5,
        "clk_latency_ps": 330,
        "cts_tree": "done",
        "cts_root_buffer": "clkbuf_4",
        "clock-sinks": 32,
        "htree_levels": 2,
    },
    "logic_synthesis": {
        "edf_count": 8,
        "syn_avg_cell_area_um2": 15.9,
        "synthTopCellsByArea": "dfxtp_1 (44%), edfxtp_1 (22%), mux4_2 (16%)",
        "ys_warn_count": 2,
        "top_area_cell": "dfxtp_1",
        "ys_types": 10,
        "ys_ff": 32,
        "synthArstFlopShare_pct": 0,
        "ys_cells": 69,
        "netlist_area_um2": 1100,
        "post-synth-top-count-cell": "dfxtp_1",
        "yosys_area_um2": 1100,
        "ff_type": "dfxtp_1",
        "synth_seq_share_pct": 65.7,
        "top_cell_area_share_pct": 43.8,
        "common_cells": "dfxtp_1 (24), nor2b_1 (15), edfxtp_1 (8), mux4_2 (8), and2b_2 (6)",
        "synth_cells": 69,
    },
    "global_route": {
        "grt.overflow.total": 0,
        "antenna_found_initial": 0,
        "grt_usage_pct": 10.5,
        "grt_pass1_wl_um": 3090,
        "grt_pass1_vias": 663,
        "grt_start_max_net_pins": 25,
    },
    "floorplan": {
        "core_um2": 3420,
        "chipArea_um2": 3900,
        "io_pins": 20,
        "die_h_um": 62.5,
        "fp_util_pct": 32.1,
        "rows": 21,
        "die_w_um": 62.5,
    },
    "sta": {
        "period_used_pct": 94.7,
        "worst_slew_pin_slew_ps": 363,
        "clock_skew_ps": 2.62,
        "finalHoldViolations": 0,
        "setup_slack_ps": 106,
        "clock.fmax_ghz": 0.528,
        "fin_crit_ps": 1890,
        "report.final.slew_viol_count": 0,
        "slew_headroom_pct": 75.7,
        "rsz0062_at_grt": "false",
        "setup_violations": 0,
    },
    "layout": {
        "num-fill-cells": 333,
        "areaGrowthSynthToFinish_pct": 30.4,
        "drive_gt1_share_pct": 28.3,
        "largest_reg_flops": 32,
        "largest_registers": "array_phase x32",
        "largest-register": "array_phase",
        "design_area_um2": 1430,
    },
    "critical_path": {
        "worst-setup-path-type": "input port to primary output",
        "critPathLaunchType": "input port",
        "arrival_ps": 1490,
        "crit_required_ps": 1600,
        "rrSetupSlack_ps": 1230,
        "cp-end-kind": "primary output",
        "worst-path-max-fanout": 3,
    },
    "flow_run": {
        "max_cap_viol_count": 0,
        "warnings": 25,
    },
    "route": {
        "ant_nets": 0,
        "dr.pass1.iters": 4,
        "num_vias": 627,
        "drt-initial-drc-count": 6,
        "post_drt_wl_per_cell_um": 12.3,
        "routed_wl_um": 1780,
        "diodes": 0,
        "drc_errors": 0,
        "viasPerCell": 4.32,
    },
    "power": {
        "power.leakage_uw": 0.000587,
        "p_per_area_nw_per_um2": 846,
        "ir_worst_vdd_v": 0.000437,
    },
    "placed_design": {
        "port_buffers": 19,
        "pre_cts_ws_ps": -388,
        "dp_hpwl_um": 1170,
        "gp_congestion": 0.732,
        "placed_cell_area_um2": 1360,
    },
    "status": {
        "status": "completed",
    },
    "hold_path": {
        "hold_path_class": "flop to flop",
    },
}
==> routing by layer <==
layer,vias to the layer above,global-route usage (%),part of all wire (%)
met5,-,0,0
met4,0,2.91,2.6
met3,7,3.15,6.4
met2,23,14.8,45
met1,303,16.6,46
li1,294,-,-
==> placed cells by master, fill, tap and decap left out <==
cell and n:
dfxtp_1 24, nor2b_1 15, clkdlybuf4s50_1 9, dlygate4sd2_1 9, mux4_2 8, edfxtp_1 8, and2b_2 6, clkbuf_4 5
buf_6 4, and2b_1 3, buf_4 3, clkbuf_1 2, inv_1 1, clkbuf_8 1, buf_2 1
==> through the flow <==
| stage | total power [µW] | std cells | TNS, ps | utilization (%) | hold WS, ps |
|---|---|---|---|---|---|
| after floorplan | 779 | 69 | 0 | - | 432 |
| after global placement | 846 | 135 | -3010 | 39.8 | 436 |
| after detailed placement | 848 | 135 | -3000 | 39.8 | 456 |
| after CTS | 1230 | 145 | 0 | 41.9 | 469 |
| after global routing | 1270 | 145 | 0 | 41.9 | 486 |
| final | 1210 | 145 | 0 | 41.9 | 471 |
==> cell type report <==
class | count | area [µm²] | area share, %
Sequential cell | 32 | 721 | 50.3
Timing Repair Buffer | 26 | 241 | 16.9
Tap cell | 46 | 57.6 | 4.02
Inverter | 1 | 3.75 | 0.262
Multi-Input combinational cell | 32 | 349 | 24.4
Clock buffer | 8 | 58.8 | 4.11
==> kinds of logic (layout without fill, tap and decap cells) <==
family        count (synthesis)  after routing  synth area share, %
flops                        32             32                 65.7
simple gates                 24             24                 15.4
mux                           8              8                 16.4
buf+inv                       5             35                 2.51
==> power by group <==
group	internal (µW)	switching [µW]	total (µW)
Clock	173	211	384
Sequential	700	13.6	714
Combinational	79.6	33.6	113
==> timing repair <==
item | CTS | global route
setup endpoints to repair | 8 | 0
setup buffers | 2 | 0
hold endpoints to repair | 0 | 0
hold buffers | 0 | 0
gates resized | 17 | 0
==> worst max-delay path: stages <==
cell	delay, ps
buf_2	110
buf_6	110
buf_4	120
mux4_2	500
dlygate4sd2_1	250
==> final timing paths <==
check / from / endpoint / cells after the start
max: i_phase_selector[0] / o_down_sample[0] / 5
min: array_phase[2][5] / array_phase[3][5] / 1
max reg2reg: array_phase[0][7] / array_phase[1][7] / 2
min reg2reg: array_phase[2][5] / array_phase[3][5] / 1
Power figures rest on the tool's default switching activity, not on a simulated workload.
